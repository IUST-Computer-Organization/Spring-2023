===== /design/flow/design.v =====
module Register_File
(
    input CLK,
    input wire read_enable_1,
    input wire read_enable_2,
    input wire write_enable,
    input wire [4 : 0] read_index_1,
    input wire [4 : 0] read_index_2,
    input wire [4 : 0] write_index,
    input wire [31 : 0] write_data,
    output reg [31 : 0] read_data_1,
    output reg [31 : 0] read_data_2
);
	reg [31 : 0] Registers [0 : 31];      
    integer i;    	
    initial
    begin
        for (i = 0 ; i < 32 ; i = i + 1)
            Registers[i] = 32'b0;
    end
    always @(posedge CLK)
    begin
        if (write_enable == 1'b1 && write_index != 0)
        begin
            Registers[write_index] <= write_data;
        end
        if (read_enable_1 == 1'b1)
            read_data_1 <= Registers[read_index_1];
        else
            read_data_1 <= 32'bz;
        if (read_enable_2 == 1'b1)
            read_data_2 <= Registers[read_index_2];
        else
            read_data_2 <= 32'bz;
    end
endmodule

===== /design/flow/run.sh =====
#!/bin/bash
# OpenROAD 26Q1-2900-gdf79404cd8, Yosys 0.63+post, stock flow scripts
make -C /OpenROAD-flow-scripts/flow DESIGN_CONFIG=/design/flow/config.mk WORK_HOME=/design/flow/orfs finish

===== /design/flow/config.mk =====
export PLATFORM = sky130hd
export DESIGN_NAME = Register_File
export DESIGN_NICKNAME = Register_File
export VERILOG_FILES = /design/flow/design.v
export SDC_FILE = /design/flow/constraint.sdc
export NUM_CORES = 4
export LEC_CHECK = 1
export CORE_UTILIZATION = 30

===== /design/flow/constraint.sdc =====
current_design Register_File

set clk_period 4.8
set clk_io_pct 0.2

create_clock -name clk0 -period $clk_period [get_ports {CLK}]

set non_clock_inputs [all_inputs -no_clocks]
set_input_delay [expr $clk_period * $clk_io_pct] -clock clk0 $non_clock_inputs
set_output_delay [expr $clk_period * $clk_io_pct] -clock clk0 [all_outputs]

==> impl_metrics.env <==
# physical design summary
export IMPL_stdcell_count=5905
export IMPL_num_vias=31394
export IMPL_logic_area_um2=16890
export IMPL_avgSynthCellArea_um2=14.50
export IMPL_postCtsSetupBuffers=0
export IMPL_holdPathStages=4
export IMPL_final_fill_count=15500
export IMPL_fin_area_um2=58300
export IMPL_hp_start="Registers[24][5]"
export IMPL_chipArea_um2=168400
export IMPL_top_area_cell="edfxtp_1"
export IMPL_wl_per_cell_um=25.70
export IMPL_grt_pass1_wl_um=216400
export IMPL_syn_inst=3450
export IMPL_io_buffers=112
export IMPL_fmax_ghz=0.3421
export IMPL_yosysSeqAreaShare=0.6401
export IMPL_cts_tree="built"
export IMPL_cp_required_ps=5180
export IMPL_endpoint_kind="flop"
export IMPL_worstSkewPairLatency_ps=730
export IMPL_routed_wirelength_um=151700
export IMPL_p_seq_frac=0.502
export IMPL_routabilityCongestion=0.8679
export IMPL_final_setup_viol_count=0
export IMPL_rr_endpoint="read_data_2[1]"
export IMPL_startpoint_type="input pin"
export IMPL_internal_power_mw=16.44
export IMPL_fin_util=0.3526
export IMPL_overflow=0
export IMPL_netlist_area_leader_share=0.6145
export IMPL_core_area_um2=165400
export IMPL_peakVddDrop_uv=247.4
export IMPL_r2r_cells=5
export IMPL_ys_area_um2=50040
export IMPL_hold_path_class="reg2reg"
export IMPL_drtPass1Iterations=19
export IMPL_yosysWarnings=3
export IMPL_numCtsBuffers=111
export IMPL_clk_pin_slew_worst_paths_ps=60
export IMPL_ys_ff=1088
export IMPL_placed_area_um2=54600
export IMPL_syn_area_um2=50040
export IMPL_clock_root_buffer="clkbuf_16"
export IMPL_pin_count=115
export IMPL_synthArstFlopShare=0
export IMPL_crit_fanout=13
export IMPL_enable_flop_cells=1024
export IMPL_fp_util=0.3026
export IMPL_dp_cells=5690
export IMPL_die_height_um=410.4
export IMPL_topCellsByArea="edfxtp_1 (61%), mux2i_1 (20%), a22oi_1 (2.9%)"
export IMPL_clk_path_buf_depth=3
export IMPL_cp_arrival_ps=3300
export IMPL_p_clk_frac=0.411
export IMPL_netSwitchingFraction=0.2283
export IMPL_outcome="finished clean"
export IMPL_min_to="read_data_2[5]"
export IMPL_holdWs_ps=620.6
export IMPL_std_cell_rows=149
export IMPL_ff_type="edfxtp_1"
export IMPL_dp_hpwl_um=87120
export IMPL_fin_tns_setup_ps=0
export IMPL_grt_setup_unrepaired="false"
export IMPL_period_used=0.6090
export IMPL_grt_max_degree=67
export IMPL_hold_violations=0
export IMPL_cts_resized=0
export IMPL_pwr_share_comb=0.087
export IMPL_path_class="in2reg"
export IMPL_slew_viol_final=0
export IMPL_ant_nets=0
export IMPL_area_growth_pct=16.51
export IMPL_grt_antenna_before_repair=13
export IMPL_synth_stat_cells=3450
export IMPL_final_cell_mix="edfxtp_1 (1024), mux2i_1 (1024), nand3_1 (194), nand2_1 (193)"
export IMPL_fin_skew_ps=27.18
export IMPL_power_density_nw_per_um2=365.4
export IMPL_grt_pass1_vias=32293
export IMPL_routed_via_density=5.317
export IMPL_dieWidth_um=410.4
export IMPL_fin_crit_ps=2923
export IMPL_worst_pin_slew_ps=898.7
export IMPL_rr_startpoint="Registers[3][1]"
export IMPL_reg2reg_slack_ps=3230
export IMPL_htree_levels=3
export IMPL_p_switching_mw=4.864
export IMPL_tool_warnings=28
export IMPL_synth_cell_types=25
export IMPL_p_leak_nw=21.25
export IMPL_layout_drive_gt1_share=0.1010
export IMPL_dr_first_iter_drc_count=2147
export IMPL_regArea_um2=32030
export IMPL_holdBufCountCts=0
export IMPL_clkSinkCount=1088
export IMPL_slew_headroom=0.3994
export IMPL_drv_cap=0
export IMPL_grt_usage=0.1871
export IMPL_drc=0
cell families after synthesis:
logic type,synth area share
AND-OR/OR-AND,0.07842
buffers and inverters,0.03066
flip-flops,0.6401
multiplexers,0.2048
other,0.00007494
AND/OR/NAND/NOR,0.04588
synth_stat cells, drive strengths merged, types with 2 or more instances:
| cell | n |
|---|---|
| nor2b | 4 |
| nor2 | 34 |
| or2 | 2 |
| nand3 | 194 |
| dfxtp | 64 |
| a21oi | 192 |
| a31oi | 64 |
| nand2b | 4 |
| nand3b | 5 |
| nand2 | 195 |
| mux2i | 1024 |
| a22o | 128 |
| nor3 | 64 |
| edfxtp | 1024 |
| buf | 167 |
| and2 | 2 |
| or3b | 3 |
| a22oi | 192 |
| clkbuf | 86 |
per-layer routing:
metal,GRT usage,part of all wire
met5,0,0.00074
met4,0.05372,0.033
met3,0.1069,0.13
met2,0.2893,0.47
met1,0.2257,0.36
per-stage QoR:
stage / power [mW] / worst slack, ps
floorplan: 11.87 / 1420
global placement: 12.73 / 1125
detailed placement: 12.74 / 1127
CTS: 21.46 / 1888
global route: 21.93 / 1818
finish: 21.30 / 1877
worst max path at each step:
stage	from	end	slack [ps]
5_1_grt	write_index[4]	Registers[16][23]	1820
4_1_cts	write_index[4]	Registers[16][23]	1890
6_report	write_index[4]	Registers[16][24]	1880
state kept, by name, summed over array words and instances (netlist names):
register     count
read_data_1     32
read_data_2     32
Registers     1024
power by group through the flow:
stage / Clock (mW) / Combinational [mW] / Sequential (mW)
global route: 9.26 / 1.97 / 10.7
CTS: 8.91 / 1.85 / 10.7
finish: 8.76 / 1.85 / 10.7
critical path, cell delays in order:
cell,delay [ps]
clkdlybuf4s50_1,650
or3b_2,610
nor2_4,640
buf_4,410
final cells by class:
cell class / instances / area share
diodes: 3 / 0.0001288
repair buffers: 273 / 0.05043
clock inverters: 57 / 0.009743
clock buffers: 155 / 0.05365
well taps: 2189 / 0.04698
flip-flops and latches: 1088 / 0.5494
multi-input cells: 2140 / 0.2897
No activity file was given, so power comes from the tool's default toggle rates.
