==> ./design.v <==
module Instruction_Memory
(
    input ImemReadEnable,
    input [31 : 0] ImemReadAddress,
    output reg [31 : 0] ImemReadData
);
	reg [31:0] Memory [0:31];
	initial
    begin
        Memory[0]   =   32'h00000533;   
        Memory[1]   =   32'h00100593;   
        Memory[2]   =   32'h06200613;   
        Memory[3]   =   32'h00000153;   
        Memory[4]   =   32'h00054083;   
        Memory[5]   =   32'h00250513;   
        Memory[6]   =   32'h0005C103;   
        Memory[7]   =   32'h00258593;   
        Memory[8]   =   32'h021081B3;   
        Memory[9]   =   32'h02210233;   
        Memory[10]  =   32'h004182B3;   
        Memory[11]  =   32'hD01282D3;   
        Memory[12]  =   32'h580283D3;   
        Memory[13]  =   32'h00710153;   
        Memory[14]  =   32'hFCC5CCE3;   
    end
    always @(*)
    begin
        ImemReadData = Memory[ImemReadAddress];
    end
endmodule
==> ./run.sh <==
#!/bin/bash
# OpenROAD 26Q1-2900-gdf79404cd8, Yosys 0.63+post, stock flow scripts
make -C /OpenROAD-flow-scripts/flow DESIGN_CONFIG=/design/flow/config.mk WORK_HOME=/design/flow/orfs finish
==> ./config.mk <==
export PLATFORM = sky130hd
export DESIGN_NAME = Instruction_Memory
export DESIGN_NICKNAME = Instruction_Memory
export VERILOG_FILES = /design/flow/design.v
export SDC_FILE = /design/flow/constraint.sdc
export NUM_CORES = 4
export LEC_CHECK = 1
export CORE_AREA = 10 10 70 70
export DIE_AREA = 0 0 80 80
==> ./constraint.sdc <==
current_design Instruction_Memory

set clk_period 1.5
set clk_io_pct 0.2

create_clock -name clk0 -period $clk_period

set non_clock_inputs [all_inputs -no_clocks]
set_input_delay [expr $clk_period * $clk_io_pct] -clock clk0 $non_clock_inputs
set_output_delay [expr $clk_period * $clk_io_pct] -clock clk0 [all_outputs]
==> impl_summary.log <==
[flow] final metrics
[metrics] total leakage power: 0.572 nW
[metrics] Final Routed Wirelength: 1970 µm
[metrics] number of cell instances after yosys synthesis: 78
[metrics] post-layout period usage of the worst path: 100%
[metrics] data required time of the critical path: 1.20 ns
[metrics] synth unique cells: 22
[metrics] antenna violations before repair: 0
[metrics] remaining design rule violation count: 0
[metrics] capture point of the critical path: ImemReadData[10]
[metrics] total track usage: 5.70%
[metrics] minimum hold slack: 0.947 ns
[metrics] DP HPWL: 1340 µm
[metrics] post-layout min period: 1.50 ns
[metrics] total antenna diodes in the routed design: 0
[metrics] post-synthesis sequential area ratio: 0%
[metrics] Max Cap Viol: 0
[metrics] first-pass GRT wire length: 3130 µm
[metrics] die area: 6400 µm²
[metrics] violated checks: setup timing
[metrics] number of warnings reported in the yosys synthesis log: 1
[metrics] Yosys chip area: 528 µm²
[metrics] count of buffers inserted at the top-level ports: 28
[metrics] via count: 633
[metrics] layout cells sized above 1: 48.7%
[metrics] final antenna-violating net count: 0
[metrics] tool warning count: 70
[metrics] vias in the first global route: 614
[metrics] growth of design area from synthesis to finish: 109%
[metrics] data arrival at the endpoint of the critical path: 1.20 ns
[metrics] Syn Inst Count: 78
[metrics] result of the run: complete, but fails checks
[metrics] setup slack after layout: -0.00419 ns
[metrics] final-layout clock buffer total: 0
[metrics] Max Slew Vio Count: 0
[metrics] final global-route overflow total: 0
[metrics] nature of the critical path startpoint: input pin
[metrics] Core Footprint: 3420 µm²
[metrics] cell area after synthesis: 528 µm²
[metrics] vertical extent of the die: 80 µm
[metrics] hold buffer count at CTS: 0
[metrics] chip width: 80 µm
[metrics] Fmax: 0.665 GHz
[metrics] number of optimization iterations in the first detailed-route pass: 3
[metrics] WL/cell: 11.9 µm
[metrics] count of routing violations after the opening detailed-route iteration: 16
[metrics] area taken by flip-flops and latches: 0 µm²
[metrics] vias per cell: 3.84
[metrics] I/O Pins: 65
[metrics] GP Congestion: 0.734
[metrics] utilization after layout: 32.3%
[metrics] pin count of the biggest net entering global routing: 14
[metrics] sequential cell count: 0
[metrics] floorplan utilization: 15.5%
[metrics] count of endpoints failing hold in the final timing report: 0
[metrics] critical path startpoint: ImemReadAddress[0]
[metrics] Worst Path Class, Setup: in -> out
[metrics] mean post-synth cell area: 6.77 µm²
[metrics] largest vdd supply drop: 0.000118 V
[metrics] critical path fanouts, max: 6
[metrics] Cell Pwr Density: 251 nW/µm²
[metrics] CP Capture Type: primary output
[metrics] cell row count: 21
[metrics] RSZ-0062 raised after global routing: yes
[metrics] number of endpoints failing setup at the final stage: 2
[metrics] type of the worst min-delay path: in -> out
-- cells by family (layout without fill, tap and decap cells) --
group / count (synthesis) / after routing / synth area share (%)
multiplexers: 7 / 7 / 13.3
other: 2 / 8 / 1.42
AND-OR/OR-AND: 17 / 17 / 19.2
buffers and inverters: 23 / 58 / 27.5
adder cells (fa/ha/maj): 8 / 8 / 19.0
AND/OR/NAND/NOR: 21 / 21 / 19.7
-- cell usage in the layout (no fill, tap or decap), types with 3 or more instances in the layout --
cell type                         synthesis  layout
sky130_fd_sc_hd__inv_1                    7       3
sky130_fd_sc_hd__dlygate4sd2_1            0       9
sky130_fd_sc_hd__clkdlybuf4s15_1          0       4
sky130_fd_sc_hd__buf_2                    2       6
sky130_fd_sc_hd__buf_6                    1      12
sky130_fd_sc_hd__nand2b_4                 0       4
sky130_fd_sc_hd__nand2_1                  6       6
sky130_fd_sc_hd__clkbuf_2                 0       3
sky130_fd_sc_hd__mux2i_1                  7       7
sky130_fd_sc_hd__conb_1                   2       8
sky130_fd_sc_hd__ha_4                     0       4
sky130_fd_sc_hd__inv_2                    0       3
sky130_fd_sc_hd__o21ai_1                  2       6
sky130_fd_sc_hd__buf_4                   13      11
-- repair_timing --
action | in CTS | in global routing
pin swaps | 10 | 5
gates resized | 101 | 18
endpoints found under the setup margin | 24 | 14
buffers inserted | 11 | 2
gates cloned | 1 | 0
-- per-layer routing --
layer | routed length (µm) | vias up | global-route usage, % | share of wire [%]
li1 | - | 321 | - | -
met3 | 144 | 0 | 1.36 | 7.3
met2 | 938 | 20 | 9.23 | 48
met4 | 0 | 0 | 0.352 | 0
met1 | 888 | 292 | 7.78 | 45
met5 | 0 | - | 0 | 0
-- report_power, final --
group          switching, W  internal (W)  leakage, nW
clock                     0             0            0
sequential                0             0            0
combinational      0.000112      0.000166        0.572
-- worst min-delay path by stage --
stage | start | end | slack [ns] | cells past startpoint
CTS | ImemReadAddress[3] | ImemReadData[9] | 0.96 | 3
global route | ImemReadAddress[3] | ImemReadData[9] | 0.98 | 3
finish | ImemReadAddress[3] | ImemReadData[9] | 0.95 | 3
-- worst max-delay path, stage by stage --
cell and delay [ns]:
sky130_fd_sc_hd__buf_8 0.10, sky130_fd_sc_hd__buf_6 0.13, sky130_fd_sc_hd__buf_6 0.11, sky130_fd_sc_hd__ha_4 0.17
sky130_fd_sc_hd__nor2_4 0.08, sky130_fd_sc_hd__nor2_1 0.04, sky130_fd_sc_hd__a31oi_1 0.15, sky130_fd_sc_hd__buf_2 0.12
-- cells in the mapped netlist (all sizes together) --
| master | number | share of area (%) |
|---|---|---|
| a31oi | 2 | 2.4 |
| o21a | 1 | 1.4 |
| nand3 | 2 | 1.9 |
| mux2i | 7 | 13 |
| nor2 | 4 | 2.8 |
| a211oi | 1 | 1.4 |
| inv | 7 | 5.0 |
| nand2b | 5 | 5.9 |
| a21oi | 4 | 3.8 |
| a21boi | 2 | 2.8 |
| a31o | 1 | 1.7 |
| buf | 16 | 23 |
| conb | 2 | 1.4 |
| o21ai | 6 | 5.7 |
| nor2b | 2 | 2.4 |
| and3 | 1 | 1.2 |
| nand2 | 6 | 4.3 |
| ha | 8 | 19 |
| and2 | 1 | 1.2 |
-- cell type report --
class	instances	area, µm²
multi-input combinational	61	534
inverter	7	28.8
timing repair buffer	51	484
fill	371	2310
tap	46	57.6
-- through the flow --
step / power (W) / worst slack (ns) / instance area, µm² / instances / TNS [ns]
2_1_floorplan: 0.0000993 / 0.263 / 551 / 84 / 0
3_3_place_gp: 0.000218 / -0.764 / 850 / 151 / -15.71
3_5_place_dp: 0.000220 / -0.780 / 850 / 151 / -15.91
4_1_cts: 0.000267 / -0.0181 / 1070 / 163 / -0.0241
5_1_grt: 0.000307 / -0.0707 / 1100 / 165 / -0.207
6_report: 0.000277 / -0.00419 / 1100 / 165 / -0.00552
Power and IR drop assume default switching activity.
