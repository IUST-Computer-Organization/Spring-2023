**./run.sh**
```bash
#!/bin/bash
# OpenROAD 26Q1-2900-gdf79404cd8, Yosys 0.63+post, stock flow scripts
make -C /OpenROAD-flow-scripts/flow DESIGN_CONFIG=/design/flow/config.mk WORK_HOME=/design/flow/orfs finish
```
**./config.mk**
```make
export PLATFORM = sky130hd
export DESIGN_NAME = Booth_Multiplier
export DESIGN_NICKNAME = Booth_Multiplier
export VERILOG_FILES = /design/flow/design.v
export SDC_FILE = /design/flow/constraint.sdc
export NUM_CORES = 4
export LEC_CHECK = 1
export CORE_UTILIZATION = 50
```
**./constraint.sdc**
```tcl
current_design Booth_Multiplier

set clk_period 8.0
set clk_io_pct 0.2

create_clock -name clk0 -period $clk_period

set non_clock_inputs [all_inputs -no_clocks]
set_input_delay [expr $clk_period * $clk_io_pct] -clock clk0 $non_clock_inputs
set_output_delay [expr $clk_period * $clk_io_pct] -clock clk0 [all_outputs]
```
**./design.v**
```verilog
module Booth_Multiplier #(
    parameter WIDTH = 8
) (
    input signed    [WIDTH - 1 : 0] input_A,
    input signed    [WIDTH - 1 : 0] input_B, 
    output signed   [2 * WIDTH - 1 : 0] C 
);
    wire signed [WIDTH - 1 : -1] A = {input_A, 1'b0};
    wire signed [WIDTH - 1 : -1] B = {input_B, 1'b0};
    wire signed [2 * WIDTH - 1 : 0] PP [0 : (WIDTH / 2) - 1];
    wire S [0 : (WIDTH / 2) - 1];
    genvar i, j;
    generate
        for (i = 0; i < WIDTH / 2; i = i + 1)
        begin
            for(j = 0; j < WIDTH; j = j + 1)
            begin
                assign PP[i][j] =   (   (B[2 * i] ^ B[2 * i - 1])       &&
                                        (B[2 * i + 1] ^ A[j])  
                                    )
                                    ||
                                    (   (B[2 * i] ^~ B[2 * i - 1])      &&
                                        (B[2 * i] ^ B[2 * i + 1])       &&
                                        (B[2 * i + 1] ^ A[j - 1])
                                    );
                assign S[i] = B[2 * i + 1];
            end
            assign PP[i][2 * WIDTH - 1 : WIDTH] = {WIDTH{S[i]}};
        end
    endgenerate
    assign  C = ( (PP[0] + S[0]) << 0)    +   
                ( (PP[1] + S[1]) << 2)    +   
                ( (PP[2] + S[2]) << 4)    +   
                ( (PP[3] + S[3]) << 6);
endmodule
```
==> impl_metrics.toml <==
# generated from flow reports
[cells_and_area]
final-seq-area_um2 = 0
ff_count = 0
most-common-layout-cells = "buf_4 (66), inv_1 (39), xnor2_1 (39)"
final_util_pct = 70.84
nClkBuffers = 0
num-fill-cells = 455
area_delta_synth_final_pct = 32.86
drive_gt1_share_pct = 24.36
lay_top_count = "buf_4"

[power_and_ir_drop]
switching_share_pct = 40.64
peakVddDrop_uv = 230.7
p_seq_share_pct = 0
comb_power_share_pct = 100.0
p_switching_w = 0.0002960
clkPwrFrac_pct = 0
intPower_w = 0.0004325
pwr_density_cell_mw_per_mm2 = 182.3
power_leakage_nw = 1.697

[setup_path]
startpoint_type = "primary input"
critPathArrivalTime_ns = 6.19
cp-end-kind = "output pin"
critical_path_class = "in -> out"
required_ns = 6.40
crit_fanout = 11

[floorplanning]
die_y_um = 79.56
rows = 27
fp_util_pct = 53.32
dieArea_mm2 = 0.006330
ios = 32
core_area_mm2 = 0.005642
die_w_um = 79.56

[route]
wirelength_mm = 7.699
route.antenna.remaining_nets = 0
wl_met1_mm = 4.037
viasPerCell = 5.552
top_layer = "met4"
num_antenna_cells = 0
drt_iter0_drc = 168
wire_per_inst_um = 14.26
drcViolationCount = 0
dr_total_vias = 2998
met2WireLength_mm = 3.462
firstDrtPassIters = 4
met3_length_um = 170

[logic_synthesis]
ys_seq_share_pct = 0
syn_area_mm2 = 0.003008
syn_inst = 403
yosys_cells = 403
synth_cell_types = 52
syn_area_per_cell_um2 = 7.464
ys_area_mm2 = 0.003008
yosysWarnings = 1

[global_route]
grt.overflow.total = 0
grt_pass1_wl_mm = 12.50
grt_usage_pct = 25.52
grt_max_degree = 29
grt_pass1_vias = 2676
antenna_found_initial = 0

[place]
place_ws_ns = -0.1562
portBuffers = 32
place.gp.congestion = 0.9310
hpwlAfterDp_mm = 6.126

[sta]
fmaxAchievable_ghz = 0.1283
finalMaxSlewViolations = 0
hold_violations = 0
final.min_clock_period_ns = 7.792
layout_setup_ws_ns = 0.2083
tightestPinTransition_ns = 0.5257
finalSetupViolCount = 0
post-route-period-util_pct = 97.40
relSlewSlack_pct = 64.84

[job]
max_cap_violations = 0
warnings = 33

[status]
outcome = "completed"

[min_path]
hp-class = "in -> out"

[clock_tree]
hold_buffers = 0
## logic make-up (layout without fill, tap and decap cells)
group,after synthesis,in the layout,share of synthesized area (%)
AND/OR/NAND/NOR,119,119,21.42
AND-OR/OR-AND,99,99,24.25
buffers and inverters,74,139,10.44
XOR/XNOR,63,63,19.09
adder cells (fa/ha/maj),46,46,24.13
multiplexers,2,2,0.6656
## final timing paths
kind / endpoint / startpoint / slack (ns) / cells past startpoint
max: C[13] / input_A[2] / 0.21 / 16
min: C[0] / input_B[1] / 4.22 / 4
## critical path, stage by stage
cell and delay [ns]:
clkdlybuf4s50_1 0.66, buf_4 0.30, or4b_2 0.69, o2bb2ai_1 0.20
o21ai_0 0.17, nand2b_1 0.21, xnor2_1 0.30, fa_1 0.47
inv_1 0.11, ha_4 0.22, a211oi_2 0.22, a32oi_1 0.13
a21oi_2 0.18, buf_4 0.14, xnor2_1 0.11, clkdlybuf4s50_1 0.47
## per-layer routing
metal	GRT usage, %	up-vias
li1	-	1542
met1	40.47	1408
met2	41.37	46
met3	0.1160	2
met4	1.818	0
met5	0	-
## cells in the mapped netlist, drive strengths merged (7+ instances only)
cell / number / area [um^2]
xnor2: 43 / 399.1
inv: 39 / 146.4
nand2: 27 / 101.4
ha: 26 / 325.3
nor2: 23 / 86.33
o21ai: 22 / 110.1
buf: 21 / 115.1
fa: 20 / 400.4
xor2: 20 / 175.2
a21oi: 19 / 95.09
clkbuf: 14 / 52.55
nand3: 14 / 70.07
o221ai: 14 / 170.2
nand2b: 13 / 81.33
a211oi: 9 / 67.56
a221oi: 7 / 61.31
nor3: 7 / 35.03
## stage by stage
| step | area (um^2) | total power [W] | hold WS (ns) | setup TNS, ns | instances |
|---|---|---|---|---|---|
| finish | 3996 | 0.0007285 | 4.219 | 0 | 540 |
| global route | 3996 | 0.0008173 | 4.288 | -0.01055 | 540 |
| CTS | 3826 | 0.0006805 | 4.562 | 0 | 539 |
| detailed placement | 3736 | 0.0006587 | 4.555 | -0.3295 | 535 |
| global placement | 3736 | 0.0006544 | 4.538 | -0.3246 | 535 |
| floorplan | 3008 | 0.0003522 | 3.281 | 0 | 403 |
## cell type report
cell class	instances	area, um^2	share of cell area [%]
multi-input cells	329	2900	72.57
inverters	39	146.4	3.663
well taps	72	90.09	2.254
repair buffers	100	859.6	21.51
## what timing repair did
item                       4_1_cts  5_1_grt
gates cloned                     0        0
resized                         18       31
setup endpoints to repair        3        6
buffers inserted                 4        1
pin swaps                       11       14
## power groups by stage
stage	clock network, W	registers, W	logic (W)
after CTS	0	0	0.000680
after global routing	0	0	0.000817
final	0	0	0.000729
Power figures rest on the tool's default switching activity, not on a simulated workload.
